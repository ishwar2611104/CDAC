==> design/flow/design.v <==
`timescale 1ns / 1ps
module mux(
    input i0, input i1, input s,
    output y
);
    assign y = (i0 & ~s) | (i1 & s);
endmodule
module mux4to1(
    input i0, input i1, input i2, input i3,
    input [1:0] select,
    output y
);
    wire w1, w2;
    mux mux0(i0, i1, select[0], w1);
    mux mux1(i2, i3, select[0], w2);
    mux mux2(w1, w2, select[1], y);
endmodule
module mux7to1(
    input i0, input i1, input i2, input i3,
    input i4, input i5, input i6,
    input [2:0] select,
    output y
);
    wire w1, w2, w3, w4, w5, w6;
    mux mux0(i0, i1, select[0], w1);
    mux mux1(i2, i3, select[0], w2);
    mux mux2(i4, i5, select[0], w3);
    mux mux3(i6, 1'b0, select[0], w4);  
    mux mux4(w1, w2, select[1], w5);
    mux mux5(w3, w4, select[1], w6);
    mux mux6(w5, w6, select[2], y);
endmodule
module mux13to1(
    input i0, input i1, input i2, input i3,
    input i4, input i5, input i6, input i7,
    input i8, input i9, input i10, input i11,
    input i12,
    input [3:0] select,
    output y
);
    wire w1, w2, w3, w4, w5, w6, w7, w8;
    wire w9, w10, w11, w12;
    wire w13, w14;
    mux mux0(i0, i1, select[0], w1);
    mux mux1(i2, i3, select[0], w2);
    mux mux2(i4, i5, select[0], w3);
    mux mux3(i6, i7, select[0], w4);
    mux mux4(i8, i9, select[0], w5);
    mux mux5(i10, i11, select[0], w6);
    mux mux6(i12, 1'b0, select[0], w7);   
    mux mux7(1'b0, 1'b0, select[0], w8);  
    mux mux8(w1, w2, select[1], w9);
    mux mux9(w3, w4, select[1], w10);
    mux mux10(w5, w6, select[1], w11);
    mux mux11(w7, w8, select[1], w12);
    mux mux12(w9, w10, select[2], w13);
    mux mux13(w11, w12, select[2], w14);
    mux mux14(w13, w14, select[3], y);
endmodule
==> design/flow/run.sh <==
#!/bin/bash
# OpenROAD 26Q1-2900-gdf79404cd8, Yosys 0.63+post, stock flow scripts
make -C /OpenROAD-flow-scripts/flow DESIGN_CONFIG=/design/flow/config.mk WORK_HOME=/design/flow/orfs finish
==> design/flow/config.mk <==
export PLATFORM = sky130hd
export DESIGN_NAME = mux13to1
export DESIGN_NICKNAME = mux13to1
export VERILOG_FILES = /design/flow/design.v
export SDC_FILE = /design/flow/constraint.sdc
export NUM_CORES = 4
export LEC_CHECK = 1
export CORE_AREA = 10 10 70 70
export DIE_AREA = 0 0 80 80
==> design/flow/constraint.sdc <==
current_design mux13to1

set clk_period 1.7
set clk_io_pct 0.2

create_clock -name clk0 -period $clk_period

set non_clock_inputs [all_inputs -no_clocks]
set_input_delay [expr $clk_period * $clk_io_pct] -clock clk0 $non_clock_inputs
set_output_delay [expr $clk_period * $clk_io_pct] -clock clk0 [all_outputs]
==> results.sh <==
# source this file to load flow results
export IMPL_area_growth_pct=165.0
export IMPL_cp_slowest_stage_delay_ns=0.49
export IMPL_endpoint_kind="output pin"
export IMPL_p_per_area_nw_per_um2=205.2
export IMPL_setup_violations=1
export IMPL_yosys_warnings=0
export IMPL_maxSlewHeadroom_pct=88.05
export IMPL_tightest_slew_ns=0.1742
export IMPL_slowest_stage="mux4_2"
export IMPL_grt_max_degree=5
export IMPL_antenna_found_initial=0
export IMPL_path_class="in -> out"
export IMPL_num_rows=21
export IMPL_die_w_um=80
export IMPL_top_area_cell="mux4_1"
export IMPL_fmax_ghz=0.5594
export IMPL_drtIter0Drc=0
export IMPL_grt_pass1_wl_um=1373
export IMPL_post_route_drc_count=0
export IMPL_p_seq_share_pct=0
export IMPL_io_buffers=18
export IMPL_ys_area_um2=128.9
export IMPL_ys_types=10
export IMPL_post_cts_buffers=0
export IMPL_register_area_um2=0
export IMPL_path_cells="buf_8 -> mux4_2 -> a2bb2oi_2 -> a211o_1 -> buf_2"
export IMPL_cap_violations=0
export IMPL_period_used_pct=105.2
export IMPL_fin_setup_tns_ns=-0.08778
export IMPL_final_max_slew_viol_count=0
export IMPL_p_comb_share_pct=100.0
export IMPL_vdd_drop_max_mv=0.04714
export IMPL_drive_gt1_share_pct=54.55
export IMPL_cp_start_kind="input pin"
export IMPL_grt_pass1_vias=227
export IMPL_rsz0062_at_grt="true"
export IMPL_gr_usage_all_layers_pct=2.823
export IMPL_pwr_share_clk_pct=0
export IMPL_p_sw_uw=21.31
export IMPL_final_hold_viol_count=0
export IMPL_die_y_um=80
export IMPL_ys_cells=12
export IMPL_first_pass_iters=1
export IMPL_place_inst=79
export IMPL_num_antenna_cells=0
export IMPL_power_uw=70.08
export IMPL_leakagePower_nw=0.1428
export IMPL_swShare_pct=30.41
export IMPL_pin_count=18
export IMPL_seq_area_frac_synth_pct=0
export IMPL_top_area_share_pct=40.78
export IMPL_p_int_uw=48.77
export IMPL_dp_worst_setup_slack_ns=-0.9216
export IMPL_dp_hpwl_um=767.2
export IMPL_worstPathArrival_ns=1.45
export IMPL_dieArea_um2=6400
export IMPL_via_count=187
export IMPL_synth_avg_cell_area_um2=10.74
export IMPL_hold_path_class="in -> out"
export IMPL_netlist_area_um2=128.9
export IMPL_initCoreUtil_pct=3.773
export IMPL_required_ns=1.36
export IMPL_ff_count=0
export IMPL_top_cells_by_area="mux4_1 41%, mux2i_1 16%, a211o_1 6.8%"
export IMPL_core_area_um2=3416
export IMPL_warning_count=34
export IMPL_period_needed_ns=1.788
export IMPL_drt_total_wl_um=889
export IMPL_nClkBuffers=0
export IMPL_syn_inst=12
export IMPL_fin_ws_ns=-0.08778
export IMPL_worstPathMaxFanout=2
export IMPL_via_per_inst=2.367
export IMPL_grt_overflow_total=0
export IMPL_violations="negative setup slack"
export IMPL_gp_congestion=0.7488
export IMPL_drt_antenna_violating_nets=0
export IMPL_routedWlPerCell_um=11.25
export IMPL_final_cells=79
export IMPL_holdBufCountCts=0
export IMPL_status="finished, violations left"
-- cell usage after synthesis --
cell / count
mux2i_1: 2
mux4_1: 2
nand2_1: 1
and3b_1: 1
a2bb2oi_1: 1
nand2b_2: 1
nor2b_1: 1
a211o_1: 1
nor3_1: 1
a31oi_1: 1
-- critical path, delay by kind of cell --
family / cells / cell delay (ns)
AND-OR/OR-AND: 2 / 0.43
buffers and inverters: 2 / 0.19
multiplexers: 1 / 0.49
-- path summary, 6_finish.rpt --
kind / start / to / slack [ns] / depth (start not counted)
hold / removal: select[0] / y / 1.25 / 5
setup / recovery: select[2] / y / -0.09 / 5
-- metal layers --
layer	part of all wire, %	global-route usage, %
met4	0	0
met3	13	1.477
met2	29	3.130
met5	0	0
met1	58	4.645
-- timing repair --
action | 4_1_cts | 5_1_grt
endpoints found under the setup margin | 1 | 1
gates resized | 43 | 0
pin swaps | 3 | 0
-- layout make-up --
type | instances | area (µm²)
Tap cell | 46 | 57.56
Fill cell | 413 | 3074
Timing Repair Buffer | 21 | 156.4
Multi-Input combinational cell | 12 | 127.6
-- power groups by stage --
stage	combinational (mW)	sequential, mW	clock (mW)
CTS	0.0707	0	0
global route	0.0762	0	0
finish	0.0701	0	0
-- logic make-up after synthesis --
family,synth area share (%)
simple gates,25.24
mux,56.31
compound gates,18.45
-- through the flow --
stage	area [µm²]	hold WS (ns)	util (%)
3_5_place_dp	389.1	1.902	11.39
2_1_floorplan	128.9	0.8813	-
3_3_place_gp	389.1	1.891	11.39
5_1_grt	341.6	1.302	10.00
6_report	341.6	1.248	10.00
4_1_cts	341.6	1.257	10.00
-- cell usage in the layout, fill, tap and decap left out, drive strengths merged --
| master | netlist | routed |
|---|---|---|
| and3b | 1 | 1 |
| mux2i | 2 | 2 |
| nor3 | 1 | 1 |
| nor2b | 1 | 1 |
| dlygate4sd2 | 0 | 1 |
| nand2 | 1 | 1 |
| a31oi | 1 | 1 |
| clkdlybuf4s50 | 0 | 6 |
| a2bb2oi | 1 | 1 |
| buf | 0 | 14 |
| a211o | 1 | 1 |
| mux4 | 2 | 2 |
| nand2b | 1 | 1 |
Power figures rest on the tool's default switching activity, not on a simulated workload.
