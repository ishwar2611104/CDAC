## flow/config.mk

```make
export PLATFORM = sky130hd
export DESIGN_NAME = fourbitfulladder
export DESIGN_NICKNAME = fourbitfulladder
export VERILOG_FILES = /design/flow/design.v
export SDC_FILE = /design/flow/constraint.sdc
export NUM_CORES = 4
export LEC_CHECK = 1
export CORE_AREA = 10 10 70 70
export DIE_AREA = 0 0 80 80
```

## flow/constraint.sdc

```tcl
current_design fourbitfulladder

set clk_period 3.8
set clk_io_pct 0.2

create_clock -name clk0 -period $clk_period

set non_clock_inputs [all_inputs -no_clocks]
set_input_delay [expr $clk_period * $clk_io_pct] -clock clk0 $non_clock_inputs
set_output_delay [expr $clk_period * $clk_io_pct] -clock clk0 [all_outputs]
```

## flow/design.v

```verilog
`timescale 1ns / 1ps
module fulladder(
    input a,
    input b,
    input cin,
    output sum,
    output cout
);
assign sum = a ^ b ^ cin;                       
assign cout = (a & b) | (b & cin) | (a & cin);  
endmodule
`timescale 1ns / 1ps
module fourbitfulladder(
    input cin,
    input [3:0] a,
    input [3:0] b,
    output [3:0] sum,
    output cout
);
    wire w1, w2, w3;
    fulladder fa0(
        .a(a[0]), .b(b[0]), .cin(cin),
        .sum(sum[0]), .cout(w1)
    );
    fulladder fa1(
        .a(a[1]), .b(b[1]), .cin(w1),
        .sum(sum[1]), .cout(w2)
    );
    fulladder fa2(
        .a(a[2]), .b(b[2]), .cin(w2),
        .sum(sum[2]), .cout(w3)
    );
    fulladder fa3(
        .a(a[3]), .b(b[3]), .cin(w3),
        .sum(sum[3]), .cout(cout)
    );
endmodule
```

## flow/run.sh

```bash
#!/bin/bash
# OpenROAD 26Q1-2900-gdf79404cd8, Yosys 0.63+post, stock flow scripts
make -C /OpenROAD-flow-scripts/flow DESIGN_CONFIG=/design/flow/config.mk WORK_HOME=/design/flow/orfs finish
```

==> flow_summary.yaml <==
# yosys + openroad results
status:
  status: "finished clean"
logic_synthesis:
  yosysCellCount: 18
  yosysSeqAreaShare_pct: 0
  synth_top_area_share_pct: 54.2
  top_cell: "inv_1"
  yosysChipArea_um2: 148
  syn_avg_cell_area_um2: 8.20
  ys_warn_count: 0
  syn_area_um2: 148
  yosysUniqueCellTypes: 3
  synth_area_leader_cell: "fa_1"
  common_cells: "inv_1, buf_4, fa_1"
  syn_inst: 18
  ys_top_cells_by_area: "fa_1, inv_1, buf_4"
power_and_ir_drop:
  ir_worst_vdd_mv: 0.0275
  power_uw: 36.4
  power.density_mw_per_mm2: 114
  total_leakage_power_nw: 0.133
job:
  warning_count: 32
  max-cap-violations: 0
routing:
  wl_um: 393
  dr.pass1.iters: 1
  drt.antenna.violating_nets: 0
  wl_per_cell_um: 5.31
  antennaDiodeCount: 0
  drc: 0
  drt_iter0_drc: 0
  routed-via-count: 116
  viasPerCell: 1.57
place:
  port_buffers: 14
  dp.cells: 74
  gp_congestion: 0.746
  dp_hpwl_um: 387
  dpl_cell_area_um2: 315
  dp_slack_ns: -0.169
floorplan:
  num_rows: 21
  chip_area_mm2: 0.00640
  ioPinCount: 14
  die_y_um: 80
  initCoreUtil_pct: 4.32
  die_w_um: 80
  core_area_mm2: 0.00342
sta:
  setup_viol: 0
  timing.hold.ws_ns: 2.38
  worst_slew_pin_slew_ns: 0.0977
  setup_ws_ns: 0.156
  fmax_mhz: 274
  fin_setup_tns_ns: 0
  finalClockPeriodUsage_pct: 95.9
  fin_crit_ns: 3.64
  rsz0062_at_grt: "false"
  finalMaxSlewViolations: 0
  finalHoldViolCount: 0
  slew_headroom_pct: 93.5
finish:
  fill_cells: 407
  layout-drive-gt1-share_pct: 25.0
  register_area_um2: 0
  flops: 0
  n_clock_buffer: 0
  final_util_pct: 9.38
  stdcell_area_um2: 320
  area_delta_synth_final_pct: 117
  stdcell_count: 74
worst_setup_path:
  path_class: "primary input to primary output"
  cp_cell_sequence: "clkdlybuf4s50_1, inv_2, fa_2, inv_2, fa_2, fa_2, inv_2, fa_1, inv_1, dlygate4sd2_1"
  crit_path_end_kind: "primary output"
  critPathMaxStageDelay_ns: 0.49
  critPathRequiredTime_ns: 3.04
  cp.arrival_ns: 2.88
  startpoint_type: "primary input"
  critPathSlowestCell: "fa_1"
  worstPathMaxFanout: 1
global_route:
  grt_overflow_total: 0
  antenna_found_initial: 0
  grt_max_degree: 2
  grt_pass1_wl_um: 600
  grt_pass1_vias: 137
  grt_usage_pct: 1.18
clock_tree:
  cts_hold_buf: 0
min_path:
  hold_path.class: "primary input to primary output"
## metal layers
metal	wire, um	up-vias	track usage, %
met4	0	0	0
met3	113	0	0.909
met2	62	14	1.04
met1	217	42	2.00
li1	-	60	-
met5	0	-	0
## layout by cell type, fill, tap and decap left out
cell type / count
clkdlybuf4s50_1: 12
inv_2: 4
inv_1: 6
fa_1: 1
fa_2: 3
dlygate4sd2_1: 2
## layout make-up
type               count  area [um2]  share of cell area, %
well taps             46        57.6                   18.0
inverters             10        37.5                   11.7
repair buffers        14         138                   43.0
multi-input cells      4        87.6                   27.3
## worst max-delay path: cells and delay by family
kind | cells | cell delay [ns]
fa+ha+maj | 4 | 1.26
buf+inv | 6 | 0.87
## power by group
group	total (mW)	internal, mW	switching (mW)
registers	0	0	0
logic	0.0364	0.0256	0.0108
clock network	0	0	0
## kinds of logic (layout without fill, tap and decap cells)
group | after synthesis | after routing | share of synthesized area, %
fa+ha+maj | 4 | 4 | 54.2
buf+inv | 14 | 24 | 45.8
## worst paths after layout
path	startpoint	end	cells after the start	slack [ns]
worst max-delay path	cin	sum[3]	10	0.16
worst min-delay path	b[3]	sum[3]	5	2.38
## repair_timing
item,in CTS,in global routing
pin swaps,4,1
gates resized,9,0
setup endpoints to repair,2,1
buffers inserted,0,0
No activity file was given, so power comes from the tool's default toggle rates.
