==> flow/design.v <==
`timescale 1ns / 1ps
module syncMod10(
    input clk,input reset ,
    output reg [3:0] q
    );
	always @(posedge clk)
	begin
	if(reset)
	q=0;
	else
	q=(q+1)%10;
	end
endmodule
==> flow/run.sh <==
#!/bin/bash
# OpenROAD 26Q1-2900-gdf79404cd8, Yosys 0.63+post, stock flow scripts
make -C /OpenROAD-flow-scripts/flow DESIGN_CONFIG=/design/flow/config.mk WORK_HOME=/design/flow/orfs finish
==> flow/config.mk <==
export PLATFORM = sky130hd
export DESIGN_NAME = syncMod10
export DESIGN_NICKNAME = syncMod10
export VERILOG_FILES = /design/flow/design.v
export SDC_FILE = /design/flow/constraint.sdc
export NUM_CORES = 4
export LEC_CHECK = 1
export CORE_AREA = 10 10 70 70
export DIE_AREA = 0 0 80 80
==> flow/constraint.sdc <==
current_design syncMod10

set clk_period 1.9
set clk_io_pct 0.2

create_clock -name clk0 -period $clk_period [get_ports {clk}]

set non_clock_inputs [all_inputs -no_clocks]
set_input_delay [expr $clk_period * $clk_io_pct] -clock clk0 $non_clock_inputs
set_output_delay [expr $clk_period * $clk_io_pct] -clock clk0 [all_outputs]
==> flow_summary.ini <==
; synthesis and place-and-route metrics
[logic_synthesis]
ys_seq_share_pct = 22.78
yosysWarnings = 1
synth_cell_type_count = 26
syn_area_um2 = 351.6
syn_inst = 40
synth_flops = 4
yosys_area_um2 = 351.6
yosysTopAreaCell = dfxtp_1
area_leaders = dfxtp_1 (23%), ha_1 (11%), a21boi_2 (6.4%)
synth.top_cell.area_share_pct = 22.78
synth.avg_cell_area_um2 = 8.790
ys_cells = 40

[power]
power.switching_uw = 90.48
clkPwrFrac_pct = 29.7
p_per_area_mw_per_mm2 = 556.5
peakVddDrop_uv = 172.7
p_int_uw = 242.4
p_comb_share_pct = 39.8
p_sw_share_pct = 27.18
p_leak_uw = 0.0002559
p_seq_share_pct = 30.5

[placement]
dp_cells = 104
numPortBuffers = 5
dpl-instance-area_um2 = 571.8
post-dp-hpwl_um = 704.6
gp_congestion = 0.8891
pre_cts_ws_ns = -0.2365

[timing]
grt_setup_unrepaired = true
setup-violations-final = 3
slew_headroom_pct = 77.66
fin_ws_ns = -0.2295
clock_skew_ns = 0.002084
clock.fmax_mhz = 469.6
hold_slack_ns = 0.4493
period_used_pct = 112.1
tightest_slew_ns = 0.3329
slew_viol_final = 0
period_minus_slack_ns = 2.130
hold_viol = 0

[cts]
clock_latency_ns = 0.23
cts_buffers = 3
h-tree-depth = 1
cts_tree = done
holdBufCountCts = 0
clk_path_buf_depth = 2
cts_root_buf = clkbuf_4
cts.reportedPaths.clkPinSlew_ns = 0.03
clock_sinks = 4

[worst_setup_path]
slowest_stage = dfxtp_2
worstReg2RegEnd = q[1]
rr_worst_depth = 9
cp_max_fo = 4
cp-end-kind = register
cp_data_required_time_ns = 2.01
cp.arrival_ns = 2.24
crit_type = register to register
start_kind = register
path_cells = ha_4, or2_1, nor2_1, nor2_1, ha_1, and2b_2, a21boi_2, a2111o_1, mux2_1
rrSetupSlack_ns = -0.23
r2r-start = q[0]
path_common_cell = nor2_1
max_stage_delay_ns = 0.33

[layout]
lay_top_count = buf_4
largest_reg_flops = 4
drive_gt1_share_pct = 40.98
fin_cells = 107
mostFrequentLayoutCells = buf_4 (13), nor2_1 (5), clkdlybuf4s50_1 (5)
post-route-util_pct = 17.51
synthToLayoutAreaGrowth_pct = 70.11
finalInstanceArea_um2 = 598.1

[floorplan]
die_w_um = 80
initial_core_util_pct = 10.29
dieArea_mm2 = 0.006400
fp-row-count = 21
die_y_um = 80
core_area_mm2 = 0.003416
ios = 6

[min_path]
hold_path_depth = 1
hold_end = q[0]
min_from = q[0]
hold_path.class = register to register

[detailed_routing]
drt_iter0_drc = 19
detail_route.wl_per_cell_um = 7.682
drc = 0
insertedDiodeCount = 0
viasPerCell = 3.430
wirelength_um = 822
ant_nets = 0
vias = 367
dr.pass1.iters = 2

[run]
maxCapViolCount = 0
tool_warnings = 29

[grt]
grt_max_degree = 7
gr-usage-all-layers_pct = 2.642
antenna_found_initial = 0
grt_pass1_wl_um = 1407
grt_pass1_vias = 346
grt.overflow.total = 0

[status]
violations = negative setup slack
status = finished with violations
-- power groups by stage --
| stage | logic, µW | registers [µW] | clock network [µW] |
|---|---|---|---|
| 4_1_cts | 133 | 102 | 106 |
| 5_1_grt | 148 | 102 | 119 |
| 6_report | 132 | 102 | 98.7 |
-- layout make-up --
class / count / area [µm²]
well taps: 46 / 57.56
clock buffers: 3 / 22.52
flip-flops and latches: 4 / 82.58
repair buffers: 18 / 147.6
inverters: 1 / 3.754
fillers: 385 / 2818
multi-input cells: 35 / 284.0
-- how the worst max path moves through the flow --
stage,start,end,slack [ns]
4_1_cts,q[0],q[1],-0.24
5_1_grt,q[0],q[1],-0.33
6_report,q[0],q[1],-0.23
-- synthesized netlist by cell type, drive strengths merged --
| cell type | count |
|---|---|
| a2111o | 1 |
| a21bo | 1 |
| a21boi | 5 |
| a21o | 1 |
| a21oi | 1 |
| and2b | 3 |
| and3 | 1 |
| and4b | 1 |
| dfxtp | 4 |
| ha | 3 |
| inv | 1 |
| mux2 | 1 |
| mux2i | 1 |
| nand2 | 2 |
| nand2b | 1 |
| nand4 | 1 |
| nor2 | 5 |
| nor3 | 1 |
| o211ai | 2 |
| o21ai | 1 |
| o311ai | 1 |
| or2 | 1 |
| or3b | 1 |
-- cells by family after synthesis --
logic type | after synthesis | synth area share, %
AND/OR/NAND/NOR | 17 | 28.48
AND-OR/OR-AND | 13 | 30.96
flip-flops | 4 | 22.78
adder cells (fa/ha/maj) | 3 | 10.68
multiplexers | 2 | 6.050
buffers and inverters | 1 | 1.067
-- timing repair --
item	4_1_cts	5_1_grt
pin swaps	2	1
gates resized	0	1
setup endpoints to repair	3	3
setup buffers	1	0
-- per-stage QoR --
step,TNS [ns],total power [µW]
floorplan,-0.3133,163.4
global placement,-0.5203,234.8
detailed placement,-0.4767,235.0
CTS,-0.4363,340.7
global route,-0.7657,368.8
finish,-0.4056,332.8
-- critical path, delay by kind of cell, from the launching register on --
kind | cells | cell delay, ns
simple gates | 4 | 0.56
fa+ha+maj | 2 | 0.43
compound gates | 2 | 0.38
flops | 1 | 0.33
mux | 1 | 0.31
-- layer usage --
layer,global-route usage (%),wire length [µm],vias to the layer above
li1,-,-,196
met1,3.398,428,161
met2,3.531,297,10
met3,1.818,95,0
met4,0.5282,0,0
met5,0,0,-
No activity file was given, so power comes from the tool's default toggle rates.
